### config.mk
export PLATFORM = sky130hd
export DESIGN_NAME = top
export DESIGN_NICKNAME = top
export VERILOG_FILES = /design/flow/design.v
export SDC_FILE = /design/flow/constraint.sdc
export NUM_CORES = 4
export LEC_CHECK = 1
export CORE_UTILIZATION = 50
### run.sh
#!/bin/bash
# OpenROAD 26Q1-2900-gdf79404cd8, Yosys 0.63+post, stock flow scripts
make -C /OpenROAD-flow-scripts/flow DESIGN_CONFIG=/design/flow/config.mk WORK_HOME=/design/flow/orfs finish
### design.v
module counter (
    input clk,
    input rst_n,
    output reg [15:0] count_val,
    input [15:0] period,
    input en,
    input count_reset,
    input upnotdown,
    input [7:0] prescale
);
reg [15:0] prescale_cnt;
always @(posedge clk or negedge rst_n) begin
    if(!rst_n) begin
        count_val     <= 16'h0000;
        prescale_cnt  <= 16'h0000;
    end 
    else begin
        if(count_reset) begin
            count_val    <= 16'h0000;
            prescale_cnt <= 16'h0000;
        end
        else if(en) begin
            prescale_cnt <= prescale_cnt + 16'd1;
            if(prescale_cnt == (16'd1 << prescale) - 1) begin
                prescale_cnt <= 16'd0;
                if(upnotdown) begin
                    if(count_val >= period)
                        count_val <= 16'd0;  
                    else
                        count_val <= count_val + 16'd1;
                end 
                else begin
                    if(count_val == 16'd0)
                        count_val <= period;  
                    else
                        count_val <= count_val - 16'd1;
                end
            end
        end
        else begin
            prescale_cnt <= 16'd0; 
        end
    end
end
endmodule
module instr_dcd (
    input clk,
    input rst_n,
    input byte_sync,
    input [7:0] data_in,
    output [7:0] data_out,
    output read,
    output write,
    output [5:0] addr,
    input [7:0] data_read,
    output [7:0] data_write
);
reg state;
localparam STATE_SETUP = 1'b0;
localparam STATE_DATA  = 1'b1;
reg rw_bit;         
reg high_low;    
reg read_r;
reg write_r;
reg [5:0] addr_r;
reg [7:0] data_out_r;
reg [7:0] data_write_r;
reg byte_sync_d1;
reg byte_sync_d2;
reg byte_sync_d3;
assign read = read_r;
assign write = write_r;
assign addr = addr_r;
assign data_out = data_out_r;
assign data_write = data_write_r;
always @(posedge clk or negedge rst_n) begin
    if (!rst_n) begin
        state <= STATE_SETUP;
        read_r <= 1'b0;
        write_r <= 1'b0;
        addr_r <= 6'd0;
        data_out_r <= 8'd0;
        data_write_r <= 8'd0;
        rw_bit <= 1'b0;
        high_low <= 1'b0;
        byte_sync_d1 <= 1'b0;
        byte_sync_d2 <= 1'b0;
        byte_sync_d3 <= 1'b0;
    end else begin
        read_r  <= 1'b0;
        write_r <= 1'b0;
        byte_sync_d1 <= byte_sync;  
        byte_sync_d2 <= byte_sync_d1;  
        byte_sync_d3 <= byte_sync_d2;  
        if (byte_sync_d2 && !byte_sync_d3) begin
            case (state)
                STATE_SETUP: begin
                    rw_bit   <= data_in[7];
                    high_low <= data_in[6];
                    addr_r   <= data_in[5:0];  
                    state    <= STATE_DATA;  
                end
                STATE_DATA: begin
                    if (rw_bit) begin
                        data_write_r <= data_in;  
                        write_r <= 1'b1; 
                    end else begin
                        data_out_r <= data_read;  
                        read_r <= 1'b1;
                    end
                    state <= STATE_SETUP;  
                end
            endcase
        end
     end
 end
endmodule
module pwm_gen (
    input clk,
    input rst_n,
    input pwm_en,
    input [15:0] period,
    input [7:0] functions,
    input [15:0] compare1,
    input [15:0] compare2,
    input [15:0] count_val,
    output reg pwm_out
);
wire aligned_mode   = (functions[1] == 1'b0);
wire right_aligned  = (functions[0] == 1'b1);
wire unaligned_mode = (functions[1] == 1'b1);
always @(posedge clk or negedge rst_n) begin
    if (!rst_n) begin
        pwm_out <= 1'b0;
    end 
    else begin
        if (!pwm_en) begin
            pwm_out <= pwm_out;
        end 
        else begin
            if (compare1 == compare2) begin
                pwm_out <= 1'b0;
            end
            else if (compare1 == 16'd0) begin
                pwm_out <= 1'b0;
            end
            else if (aligned_mode) begin
                if (!right_aligned) begin
                    if (count_val == compare1) 
                        pwm_out <= 1'b0;
                    else if (count_val == period) 
                        pwm_out <= 1'b1;
                end 
                else begin
                    if (count_val == compare1)
                        pwm_out <= 1'b1;
                    else if (count_val == 16'd0)
                        pwm_out <= 1'b0;
                end
            end
            else if (unaligned_mode) begin
                if (count_val == compare2) 
                    pwm_out <= 1'b0;
                else if (count_val == compare1) 
                    pwm_out <= 1'b1;
                else if (count_val == 16'd0) 
                    pwm_out <= 1'b0;
            end
        end
    end
end
endmodule
module regs (
    input clk,
    input rst_n,
    input read,
    input write,
    input[5:0] addr,
    output reg [7:0] data_read,
    input[7:0] data_write,
    input[15:0] counter_val,
    output reg [15:0] period,
    output reg en,
    output reg count_reset,
    output reg upnotdown,
    output reg [7:0] prescale,
    output reg pwm_en,
    output reg [7:0] functions,
    output reg [15:0] compare1,
    output reg [15:0] compare2
);
reg [1:0] reset_countdown;
always @(posedge clk or negedge rst_n) begin
    if(!rst_n) begin
        period     <= 16'h0000;
        en         <= 1'b0;
        compare1   <= 16'h0000;
        compare2   <= 16'h0000;
        prescale   <= 8'h00;
        upnotdown  <= 1'b1;
        pwm_en     <= 1'b0;
        functions  <= 8'h00;
        count_reset <= 1'b0;
        reset_countdown <= 2'b00;
    end 
    else begin
        count_reset <= 1'b0;
        if(reset_countdown != 2'b00) begin
            reset_countdown <= reset_countdown - 1'b1;
            if(reset_countdown == 2'b01)
                count_reset <= 1'b0;
        end
        if(write) begin
            case(addr)
                6'h00: period[7:0]  <= data_write;      
                6'h01: period[15:8] <= data_write;      
                6'h02: en <= data_write[0];             
                6'h03: compare1[7:0]  <= data_write;    
                6'h04: compare1[15:8] <= data_write;    
                6'h05: compare2[7:0]  <= data_write;    
                6'h06: compare2[15:8] <= data_write;    
                6'h07: begin                            
                    count_reset <= 1'b1;
                    reset_countdown <= 2;             
                end
                6'h0A: prescale <= data_write;         
                6'h0B: upnotdown <= data_write[0];     
                6'h0C: pwm_en <= data_write[0];        
                6'h0D: functions <= data_write;        
                default: ; 
            endcase
        end
    end
end
always @(*) begin
    if(read) begin
        case(addr)
            6'h00: data_read = period[7:0];
            6'h01: data_read = period[15:8];
            6'h02: data_read = {7'b0, en};
            6'h03: data_read = compare1[7:0];
            6'h04: data_read = compare1[15:8];
            6'h05: data_read = compare2[7:0];
            6'h06: data_read = compare2[15:8];
            6'h07: data_read = 8'h00;
            6'h08: data_read = counter_val[7:0];
            6'h09: data_read = counter_val[15:8];
            6'h0A: data_read = prescale;
            6'h0B: data_read = {7'b0, upnotdown};
            6'h0C: data_read = {7'b0, pwm_en};
            6'h0D: data_read = functions;
            default: data_read = 8'h00; 
        endcase
    end else begin
        data_read = 8'h00;
    end
end
endmodule
module spi_bridge (
    input clk,
    input rst_n,
    input sclk,
    input cs_n,
    input mosi,
    output miso,
    output byte_sync,
    output[7:0] data_in,
    input[7:0] data_out
);
reg [7:0] shift_in;  
reg [7:0] shift_out;  
reg [2:0] bit_counter;  
reg miso_r;
reg byte_sync_r;
reg [7:0] data_in_r; 
assign miso = cs_n ? 1'bZ : miso_r;  
assign byte_sync = byte_sync_r;
assign data_in = data_in_r;
always @(posedge sclk or negedge rst_n) begin
    if (!rst_n) begin
        shift_in            <= 8'd0;
        bit_counter     <= 3'd0;
        data_in_r          <= 8'd0;
        byte_sync_r       <= 1'b0;
    end else begin
        byte_sync_r <= 1'b0;  
        if (!cs_n) begin
            shift_in <= {shift_in[6:0], mosi};   
            bit_counter <= bit_counter + 1'b1;
            if (bit_counter == 3'd7) begin
                data_in_r <= {shift_in[6:0], mosi};  
                byte_sync_r <= 1'b1;  
                bit_counter <= 3'd0;  
            end
        end else begin
            bit_counter <= 3'd0;
        end
    end
end
always @(negedge sclk or negedge rst_n) begin
    if (!rst_n) begin
        shift_out <= 8'd0;
        miso_r       <= 1'b0;  
    end else begin
        if (cs_n) begin  
           shift_out <= data_out;  
            miso_r <= 1'b0;
         end else begin   
            if (byte_sync_r) begin
                shift_out <= data_out;      
                miso_r    <= data_out[7];   
            end else begin
                miso_r <= shift_out[7];  
                shift_out <= {shift_out[6:0], 1'b0};  
            end
           end
    end
end
endmodule
module top(
    input clk,
    input rst_n,
    input sclk,
    input cs_n,
    input miso,
    output mosi,
    output pwm_out
);
wire byte_sync;
wire[7:0] data_in;
wire[7:0] data_out;
wire read;
wire write;
wire[5:0] addr;
wire[7:0] data_read;
wire[7:0] data_write;
wire[15:0] counter_val;
wire[15:0] period;
wire en;
wire count_reset;
wire upnotdown;
wire[7:0] prescale;
wire pwm_en;
wire[7:0] functions;
wire[15:0] compare1;
wire[15:0] compare2;
spi_bridge i_spi_bridge (
    .clk(clk),
    .rst_n(rst_n),
    .sclk(sclk),
    .cs_n(cs_n),
    .mosi(miso),
    .miso(mosi),
    .byte_sync(byte_sync),
    .data_in(data_in),
    .data_out(data_out)
);
instr_dcd i_instr_dcd (
    .clk(clk),
    .rst_n(rst_n),
    .byte_sync(byte_sync),
    .data_in(data_in),
    .data_out(data_out),
    .read(read),
    .write(write),
    .addr(addr),
    .data_read(data_read),
    .data_write(data_write)
);
regs i_regs (
    .clk(clk),
    .rst_n(rst_n),
    .read(read),
    .write(write),
    .addr(addr),
    .data_read(data_read),
    .data_write(data_write),
    .counter_val(counter_val),
    .period(period),
    .en(en),
    .count_reset(count_reset),
    .upnotdown(upnotdown),
    .prescale(prescale),
    .pwm_en(pwm_en),
    .functions(functions),
    .compare1(compare1),
    .compare2(compare2)
);
counter i_counter (
    .clk(clk),
    .rst_n(rst_n),
    .count_val(counter_val),
    .period(period),
    .en(en),
    .count_reset(count_reset),
    .upnotdown(upnotdown),
    .prescale(prescale)
);
pwm_gen i_pwm_gen (
    .clk(clk),
    .rst_n(rst_n),
    .pwm_en(pwm_en),
    .period(period),
    .functions(functions),
    .compare1(compare1),
    .compare2(compare2),
    .count_val(counter_val),
    .pwm_out(pwm_out)
);
endmodule
### constraint.sdc
current_design top

set clk_period 4.2
set clk_io_pct 0.2

create_clock -name clk0 -period $clk_period [get_ports {clk}]
create_clock -name clk1 -period $clk_period [get_ports {sclk}]

set non_clock_inputs [all_inputs -no_clocks]
set_input_delay [expr $clk_period * $clk_io_pct] -clock clk0 $non_clock_inputs
set_output_delay [expr $clk_period * $clk_io_pct] -clock clk0 [all_outputs]
==> ci_impl_report.md <==
## Synthesis and layout report

| Metric | Value |
|---|---|
| Initial DRC Count | 631 |
| Setup Viol. Count Final | 0 |
| R2R setup slack | 540 ps |
| Highest metal used | met4 |
| Post-CTS Setup Repair Bufs | 0 |
| Largest net degree at the start of global routing | about 53 |
| Worst-path clk slew | 60 ps |
| FFs w/ async S/R, synth | 1.00 |
| Share of cells above drive strength 1 | 0.177 |
| DRT Pass-1 Iters | 6 |
| Pwr dens | 317 nW/µm² |
| RSZ-0062 raised after global routing | false |
| Post-Place Setup Slack | 32.0 ps |
| Top cells by count | dfrtp_1 (148), mux2_2 (97), nand2_1 (65), nor2_1 (65), xor2_1 (48) |
| Number of global-route vias before repair | 7,455 |
| Antenna diodes | 0 |
| Yosys chip area | 9450 µm² |
| Detailed-route wire length | 27,000 µm |
| Global-route wire length before repair | ~44,000 µm |
| P_leak | 4.91 nW |
| EDFF count, synth | 0 |
| Worst Skew | around 28 ps |
| Top FF cell, synth | dfrtp_1 |
| CP max stage delay | 460 ps |
| Count leader, synth | dfrtp_1 |
| Non-Filler Instances | roughly 1.2k |
| Outcome | finished, final reports clean |
| Distinct lib cells | 75 |
| Area leader share | 0.392 |
| Setup TNS | 0 ps |
| Total track usage | 0.307 |
| Largest area contributor in the netlist | dfrtp_1 |
| Slew at the pin closest to its max-slew limit | between 900 and 1000 ps |
| Yosys reg bits | 158 |
| Crit-path cells | clkdlybuf4s50_1 |
| Sequential element share of the synthesized area | 0.419 |
| Critical path peak fanout | 1 |
| Area Growth Syn to Fin | 10.1% |
| Placed Cells | roughly 1.2k |
| Rows | 49 |
| Met3 WL post-DR | 2000 µm |
| Met2 routed WL | approximately 12,000 µm |
| CP top delay family | buffers and inverters |
| Min-delay worst type | in2async |
| Crit Path Class | reg2out |
| VDD IR max | 0.000281 V |
| Final Hold Fails | 0 |
| DR WL/cell | around 23 µm |
| Core area | 18,300 µm² |
| I/O pin count | 7 |
| Number of vias per cell | 6.41 |
| Hold-fix buffers, CTS | 0 |
| Clock sinks | 158 |
| HPWL Detailed | between 15,000 and 20,000 µm |
| ANT nets after route | 0 |
| Die area | 19,400 µm² |
| Total of max-cap violations | 0 |
| Synth warnings | 6 |
| Top cells, area | dfrtp_1 (39%), mux2_2 (12%), xor2_1 (4.4%), xnor2_1 (3.5%), ha_1 (3.0%) |
| Final Wtd Congestion | 0.988 |
| Initial antenna violation count | 0 |
| Setup crit start kind | register |
| # Cells Yosys | 951 |
| Relative max-transition margin | 0.388 |
| CP bufs+invs | 1 |
| Worst EP arrival | 3220 ps |
| Slowest-stage cell, CP | clkdlybuf4s50_1 |
| Pins over their slew limit | 0 |
| Post-route setup slack | about 140 ps |
| Cell count after synthesis | 951 |
| Mapped cell area | 9450 µm² |
| Die H | 139 µm |
| Syn Area/Cell | 9.93 µm² |
| CP required | approximately 3400 ps |
| Tool warnings | 28 |
| M1 WL | 12,300 µm |
| Chip Width | 139 µm |
| Placed instance area | 9760 µm² |
| Starting Density | 0.517 |
| Vias | 7,632 |
| Total grt overflow | 0 |
| Final instance area | 10,400 µm² |
| PostCTS Resize Cnt | 0 |
| Critical path endpoint category | output port |
| Residual DRC count | 0 |
| IO buf count | 5 |
| CTS tree | done |
## path summary, 6_finish.rpt
| check | end | cells past startpoint | start |
|---|---|---|---|
| setup / recovery | mosi | 1 | i_spi_bridge.miso_r |
| max in group clk1 | i_spi_bridge.shift_out[5] | 4 | cs_n |
| hold reg to reg | i_instr_dcd.byte_sync_d1 | 0 | i_spi_bridge.byte_sync_r |
| hold / removal | i_regs.compare1[1] | 1 | rst_n |
| setup reg to reg | i_counter.count_val[4] | 8 | i_regs.prescale[4] |
| min in group clk0 | i_instr_dcd.byte_sync_d1 | 0 | i_spi_bridge.byte_sync_r |
| min in group clk1 | i_spi_bridge.shift_out[3] | 1 | i_spi_bridge.shift_out[2] |
| max in group asynchronous | i_spi_bridge.shift_out[5] | 1 | rst_n |
## where the power goes
group | internal (W) | switching, W
logic | 0.0000291 | 0.0000443
registers | 0.00155 | 0.0000205
clock network | 0.000968 | 0.000682
## per-layer routing
layer,global-route usage,up-vias
li1,-,3500
met1,0.486,3822
met2,0.441,271
met3,0.0842,39
met4,0.0532,0
met5,0,-
## logic make-up (layout without fill, tap and decap cells)
logic type,count (synthesis),in the layout,share of synthesized area
AND-OR/OR-AND,183,183,0.145
XOR/XNOR,86,86,0.0797
adder cells (fa/ha/maj),23,23,0.0305
buffers and inverters,90,100,0.0369
flip-flops,158,158,0.419
multiplexers,99,99,0.118
AND/OR/NAND/NOR,312,312,0.172
## cell usage in the layout (no fill, tap or decap), types with 9 or more instances in the layout
cell / instances
a21o_1: 10
a21oi_1: 26
a221oi_1: 16
a22o_1: 16
a31oi_1: 12
and3_1: 14
buf_4: 26
clkbuf_16: 20
dfrtn_1: 9
dfrtp_1: 148
ha_1: 23
inv_1: 32
mux2_2: 97
nand2_1: 65
nand2b_1: 13
nand3_1: 43
nand4_1: 18
nor2_1: 65
nor3_1: 18
nor4_1: 26
o21ai_0: 20
o31ai_1: 14
xnor2_1: 38
xor2_1: 48
## sequential cells by signal (all words and copies together), names as in the netlist, 3 cells and up
| register | flops |
|---|---|
| i_counter.prescale_cnt | 16 |
| i_counter.count_val | 16 |
| i_spi_bridge.bit_counter | 3 |
| i_regs.prescale | 8 |
| i_instr_dcd.data_write_r | 8 |
| i_spi_bridge.shift_out | 8 |
| i_spi_bridge.shift_in | 7 |
| i_regs.compare2 | 16 |
| i_spi_bridge.data_in_r | 8 |
| i_instr_dcd.data_out_r | 8 |
| i_regs.compare1 | 16 |
| i_instr_dcd.addr_r | 6 |
| i_regs.period | 16 |
| i_regs.functions | 8 |
## per-stage QoR
| step | util | power (W) | hold slack, ps |
|---|---|---|---|
| 2_1_floorplan | - | 0.00162 | 331 |
| 3_3_place_gp | 0.534 | 0.00167 | 339 |
| 3_5_place_dp | 0.534 | 0.00167 | 338 |
| 4_1_cts | 0.570 | 0.00332 | 267 |
| 5_1_grt | 0.570 | 0.00341 | 269 |
| 6_report | 0.570 | 0.00330 | 265 |
## final cells by class
| type | instances | area (µm²) |
|---|---|---|
| clock inverter | 14 | 133 |
| multi-input combinational | 703 | 5140 |
| tap | 229 | 287 |
| timing repair buffer | 31 | 246 |
| clock buffer | 22 | 518 |
| inverter | 33 | 124 |
| fill | 1541 | 7860 |
| sequential | 158 | 3960 |
Power and IR drop assume default switching activity.
